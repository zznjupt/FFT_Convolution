`./design.v`:
```
module cos (
    input  wire                        on,
    input  wire       [10:0]           h,
    output reg signed [65-1:0]      value
);
always @(*) begin  
    if(on == 1) begin
        case(h)
            2:          value = -2097152;
            4:          value = 0;
            8:          value = 1482910;
            16:         value = 1937515;
            32:         value = 2056855;
            64:         value = 2087053;
            128:        value = 2094625;
            default:    value = 0;
        endcase
    end else begin
        case(h)
            2:          value = -2097152;
            4:          value = 0;
            8:          value = 1482910;
            16:         value = 1937515;
            32:         value = 2056855;
            64:         value = 2087053;
            128:        value = 2094625;
            default:    value = 0;
        endcase
    end
end
endmodule
```
`./run.sh`:
```
#!/bin/bash
# OpenROAD 26Q1-2900-gdf79404cd8, Yosys 0.63+post, stock flow scripts
make -C /OpenROAD-flow-scripts/flow DESIGN_CONFIG=/design/flow/config.mk WORK_HOME=/design/flow/orfs finish
```
`./config.mk`:
```
export PLATFORM = sky130hd
export DESIGN_NAME = cos
export DESIGN_NICKNAME = cos
export VERILOG_FILES = /design/flow/design.v
export SDC_FILE = /design/flow/constraint.sdc
export NUM_CORES = 4
export LEC_CHECK = 1
export CORE_AREA = 10 10 70 70
export DIE_AREA = 0 0 80 80
```
`./constraint.sdc`:
```
current_design cos

set clk_period 2.7
set clk_io_pct 0.2

create_clock -name clk0 -period $clk_period

set non_clock_inputs [all_inputs -no_clocks]
set_input_delay [expr $clk_period * $clk_io_pct] -clock clk0 $non_clock_inputs
set_output_delay [expr $clk_period * $clk_io_pct] -clock clk0 [all_outputs]
```
==> results.toml <==
# yosys + openroad results
[run]
maxCapViolCount = 0
log.warning_count = 35

[final_timing]
drv_slew = 0
final_period_utilization_pct = 97.3
setup_slack_ns = 0.0725
finalSetupViolations = 0
holdWs_ns = 1.67
max_freq_ghz = 0.381
layout_min_cycle_time_ns = 2.63
timing_hold_violations_final = 0

[logic_synthesis]
post_synth_num_cell_types = 29
top_area_cells_in_the_synthesized_netlist = "buf_4, nor4_2, nor2_1"
synth.largest_area_cell = "buf_4"
yosysMostFrequentCell = "buf_4"
synth-seq-area-share_pct = 0
yosysChipArea_sq_um = 785
syn_avg_cell_area_sq_um = 7.13
yosysWarningCount = 1
most_numerous_cell_types_in_the_synthesized_netlist = "buf_4, nor2_1, buf_2"
yosys.area.top_type_share_pct = 45.9
synthesis.instances = 110
synth_area_sq_um = 785
yosys-stat-cells = 110

[critical_path]
critPathTopFamily = "buffers and inverters"
critical-path-max-stage-delay_ns = 0.48
critical_path_required_ns = 2.16
critical_path_buf_inv_count = 3
crit_path_cell_trace = "dlygate4sd2_1 -> or2_4 -> buf_4 -> a211o_1 -> a21oi_2 -> clkdlybuf4s50_1"
critical_path_peak_fanout = 2
timing_worst_setup_path_type = "in2out"
worstSetupEndpointType = "output pin"
critPathLaunchType = "primary input"
slowest_stage = "clkdlybuf4s50_1"
worst_ep_arrival_time_ns = 2.09

[floorplan]
coreArea_sq_um = 3420
placementRows = 21
floorplan.io_pins = 77
die-area_sq_um = 6400
die_w_um = 80
floorplan.initialDensity_pct = 23.0
die_h_um = 80

[drt]
avg_wl_per_cell_um = 15.0
initialDrtViolationCount = 21
antennaDiodeCount = 0
antenna_violating_nets_post_route = 0
postRouteWirelength_um = 3370
via_per_inst = 4.35
drc = 0
dr_total_vias = 975
detailedRoute.firstPassIterationCount = 4

[finish]
areaGrowthSynthToFinish_pct = 114
regArea_sq_um = 0
nClkBuffers = 0
post_route_cells_drive_above_1_share_pct = 45.5
flops = 0

[power]
power.share.clock_pct = 0
power_w = 0.000101
p_leak_nw = 0.954
powerDensity_nw_per_um2 = 60.2
p_comb_share_pct = 100.0
p_int_w = 0.0000505
power.switching_fraction_pct = 49.9
net_switching_power_w = 0.0000504
peak_supply_drop_uv = 65.7
power.sequential.fraction_pct = 0

[grt]
grt_antenna_before_repair = 0
grt_first_pass_wirelength_um = 5060
grt_start_max_net_pins = 12
grt_use_total_pct = 9.38
grt.met2_usage_pct = 16.5
groute.layer.met3.usage_pct = 4.09
grt_use_met1_pct = 10.8
globalRoute.totalOverflow = 0
gr-max-usage-layer = "met2"
grt_pass1_vias = 982

[hold_path]
worst_min_delay_path_endpoint = "value[3]"
hold_depth = 4
timing.hold.worst.class = "in2out"
worstHoldStart = "h[7]"

[status]
run_status = "finished clean"

[placement]
place_worst_setup_slack_ns = -0.384
routabilityCongestion = 0.889
place.port_buffers = 75
detailed_place_hpwl_um = 2220
[cell type report]
cell class         instances  area (sq um)
fillers                  325          1740
inverters                  1          3.75
multi-input cells         53           475
well taps                 46          57.6
repair buffers           124          1140
[how the worst max path moves through the flow]
stage / start / end / slack, ns / depth (start not counted)
finish: h[6] / value[18] / 0.07 / 6
global route: h[9] / value[26] / -0.009 / 9
CTS: h[4] / value[21] / -0.09 / 10
[what timing repair did]
action / in CTS / in global routing
buffers inserted: 22 / 6
hold buffers: 0 / 0
cloned: 5 / 0
pin swaps: 3 / 5
resized: 92 / 38
setup endpoints to repair: 64 / 41
[metal layers]
layer	up-vias	share of wire, %
met5	-	0
met4	0	0
met3	0	15
met2	73	44
met1	444	41
li1	458	-
[logic make-up (layout without fill, tap and decap cells)]
kind of cell	after synthesis	after routing	synth area share, %
xor+xnor	5	5	5.58
mux	2	2	2.55
simple gates	33	33	28.9
other cells	1	1	0.478
buf+inv	57	125	52.0
compound gates	12	12	10.5
[worst min-delay path, stage by stage]
cell	delay, ns
dlygate4sd2_1	0.25
buf_4	0.16
nor4_1	0.05
dlymetal6s2s_1	0.13
[power by group through the flow]
stage	combinational (W)	clock, W	sequential (W)
4_1_cts	0.0000949	0	0
5_1_grt	0.000108	0	0
6_report	0.000101	0	0
[metrics by stage]
stage,TNS (ns),util (%),area (sq um),cells
2_1_floorplan,-8.39,-,828,110
4_1_cts,-0.597,48.8,1670,222
6_report,0,49.0,1680,224
3_5_place_dp,-19.71,40.3,1380,195
3_3_place_gp,-19.00,40.3,1380,195
5_1_grt,-0.0119,49.0,1680,224
[cells in the final DEF (no fill, tap or decap), types with 2 or more instances in the layout]
cell | Yosys | layout
mux2i_1 | 2 | 2
dlymetal6s2s_1 | 0 | 4
o21ai_0 | 4 | 3
clkdlybuf4s15_2 | 0 | 2
buf_16 | 0 | 3
clkdlybuf4s50_1 | 0 | 11
nor2_1 | 9 | 8
nor4_2 | 4 | 3
clkbuf_2 | 0 | 10
nor4b_4 | 1 | 2
nor4_4 | 0 | 2
buf_6 | 1 | 10
buf_4 | 48 | 34
xnor2_1 | 3 | 3
buf_2 | 5 | 2
a211o_1 | 2 | 2
clkdlybuf4s15_1 | 0 | 2
nand2_1 | 4 | 4
or2_4 | 0 | 3
dlygate4sd2_1 | 0 | 44
buf_12 | 0 | 2
nor3_1 | 4 | 3
