## flow/run.sh

```bash
#!/bin/bash
# OpenROAD 26Q1-2900-gdf79404cd8, Yosys 0.63+post, stock flow scripts
make -C /OpenROAD-flow-scripts/flow DESIGN_CONFIG=/design/flow/config.mk WORK_HOME=/design/flow/orfs finish
```

## flow/config.mk

```make
export PLATFORM = sky130hd
export DESIGN_NAME = sin
export DESIGN_NICKNAME = sin
export VERILOG_FILES = /design/flow/design.v
export SDC_FILE = /design/flow/constraint.sdc
export NUM_CORES = 4
export LEC_CHECK = 1
export CORE_AREA = 10 10 70 70
export DIE_AREA = 0 0 80 80
```

## flow/constraint.sdc

```tcl
current_design sin

set clk_period 3.9
set clk_io_pct 0.2

create_clock -name clk0 -period $clk_period

set non_clock_inputs [all_inputs -no_clocks]
set_input_delay [expr $clk_period * $clk_io_pct] -clock clk0 $non_clock_inputs
set_output_delay [expr $clk_period * $clk_io_pct] -clock clk0 [all_outputs]
```

## flow/design.v

```verilog
module sin (
    input  wire                        on,
    input  wire       [10:0]           h,
    output reg signed [65-1:0]      value
);
always @(*) begin  
    if(on == 1) begin
        case(h)
            2:          value = 0;
            4:          value = -2097152;
            8:          value = -1482910;
            16:         value = -802545;
            32:         value = -409134;
            64:         value = -205556;
            128:        value = -102902;
            default:    value = 0;
        endcase
    end else begin
        case(h)
            2:          value = 0;
            4:          value = 209152;
            8:          value = 1482910;
            16:         value = 802545;
            32:         value = 409134;
            64:         value = 205556;
            128:        value = 102902;
            default:    value = 0;
        endcase
    end
end
endmodule
```

==> notes.md <==
Results of an implementation run.

The flow ran to the end, and the final reports show no timing, DRC or antenna violations. The area of placed instances is 1570 um^2. The cell at the slowest stage of the critical path is sky130_fd_sc_hd__or4_4.

The register area is 0 um^2. The number of logged tool warnings is 33. The flow measured a signed area growth from synthesis to layout of 65.5%. The global route total overflow is 0. IR analysis of the VDD net gives a maximum drop of 0.0223 mV. Cells with a size suffix above 1 make up 21.8% of the layout. The number of nets with antenna violations after routing is 0.

The final layout report lists a clock buffer count of 0. Across all layers, the routed design uses 1031 vias. The gate count after technology mapping is 142.

The critical path class is in2out. The area inside the core boundary is 3420 um^2. In this run the critical path is formed by clkdlybuf4s50_1 -> or4_4 -> nor4_4 -> buf_4 -> and4b_2 -> buf_6 -> buf_4 -> clkdlybuf4s50_1. The number of global-route vias before repair is 935. The worst-case max-slew headroom was logged as 70.0%. STA lists the maximum fanout along the critical path as 3. The number of vias per cell after detailed routing is 4.41.

The worst endpoint required time is 3.12 ns. The I/O pin count is 77. The kind of end point of the critical path is an output pin. The post-route utilization of the core is recorded as 48.4%.

The final-layout fill cell count is 345. The type of element launching the critical path is an input port. In the floorplan report the effective utilization is 29.2%. The iteration count recorded for the first detailed-route pass is 4. The largest net degree at the start of global routing is 45.

The final routed DRC violation total is 0. The detailed router reported a total wirelength of 3350 um. The number of failing setup endpoints in the final timing report is 0. The count of different cell masters after synthesis is 37. Dividing the detail-routed wire length by the instance count gives 14.3 um. The sequential cell count is 0. The antenna diode count is 0. The cell count of the worst hold path is 5. The synthesized chip area reported by yosys is 998 um^2.

The critical path arrival is 3.04 ns. For this run, the register share of the synthesized area comes to 0%. The delay of the slowest cell on the worst path is 0.56 ns.

The height of the die is 80 um. Across the run, the number of max-cap violations was 0. In the finished design, the share of the clock period the worst path needs comes to 97.9%. The number of placement rows is 21. The half-perimeter wire length after detailed placement is 2690 um.

The die area is 6400 um^2. The number of antenna violations at the first check in global routing came to 0. The cell area that synthesis handed to floorplanning was 998 um^2.

Static timing analysis puts the maximum clock frequency at 262 MHz. The slew at the pin closest to its max-slew limit is 0.448 ns. Summed over all routing layers, the global router reports a total usage of 9.12%. The wire length of the first global-routing pass is 4950 um. The report lists the power per cell area as 41.5 nW/um^2. The post-route standard cell area excluding fillers is 1650 um^2. The routed design could run at a clock period as short as 3.82 ns. In the hold report, the worst path ends at value[8]. Summing all multi-input logic gate instances after layout gives 614 um^2. The number of standard cells reported by yosys is 142.

The leakage power total is 0.00106 uW. The number of warning messages in the yosys log is 1. The final hold violation count is 0. The type recorded for the worst min-delay path is in2out. In this run the horizontal extent of the chip is 80 um.

The final max-slew violation count recorded for this run is 0. The kind of cell adding the most delay to the critical path is buffers and inverters. A synthesized cell averages 7.03 um^2. The startpoint of the tightest hold check path is h[7]. The number of buffers and inverters on the critical path is 5. The quantity of I/O buffers inserted on ports is 77. RePlAce ended its routability-driven mode at a weighted congestion of 0.850. The DRC marker count from the first detailed-route iteration is 38.
final cells by class:
| class | instances | share of cell area [%] |
|---|---|---|
| repair buffers | 102 | 58.7 |
| multi-input cells | 83 | 37.2 |
| well taps | 46 | 3.48 |
| inverters | 3 | 0.681 |
synthesized netlist by cell type, drive strengths merged, types with 2 or more instances:
| master | n | area, um^2 |
|---|---|---|
| and3 | 2 | 12.5 |
| xor2 | 6 | 52.6 |
| nand3 | 4 | 20.0 |
| nand2 | 9 | 33.8 |
| nor4b | 4 | 47.6 |
| a31oi | 3 | 18.8 |
| clkbuf | 2 | 7.51 |
| o21ai | 8 | 40.0 |
| nor4 | 2 | 33.8 |
| inv | 3 | 11.3 |
| or4 | 2 | 18.8 |
| mux2i | 5 | 50.1 |
| nor2 | 9 | 33.8 |
| nor3 | 6 | 30.0 |
| a21oi | 6 | 30.0 |
| a211oi | 2 | 15.0 |
| xnor2 | 2 | 17.5 |
| buf | 54 | 414 |
worst min-delay path, delay by kind of cell:
family | cells | cell delay (ns)
buf+inv | 3 | 0.73
simple gates | 1 | 0.10
compound gates | 1 | 0.06
per-layer routing:
metal	up-vias	part of all wire, %	global-route usage [%]
li1	535	-	-
met1	460	40	11.1
met2	36	51	16.1
met3	0	9.7	2.95
met4	0	0	0.176
met5	-	0	0
stage by stage:
step                      setup TNS, ns  power [uW]  hold WS (ns)  worst slack, ns  std cells
after floorplan                       0        39.2          1.69           0.0643        142
after global placement            -4.88        66.0          2.74           -0.103        228
after detailed placement          -4.79        66.3          2.74           -0.110        228
after CTS                       -0.0264        68.9          2.75          -0.0264        230
after global routing            -0.0401        74.8          2.51          -0.0209        234
final                                 0        68.6          2.45           0.0817        234
cells by family after synthesis:
group,share of synthesized area (%)
buffers and inverters,43.4
xor gates and xnor gates,7.02
AOI/OAI and AO/OA,15.5
and+or+nand+nor,29.1
muxes,5.01
worst max-delay path by stage:
stage / start / cells after the start / endpoint
4_1_cts: h[9] / 8 / value[8]
5_1_grt: h[1] / 9 / value[6]
6_report: h[1] / 8 / value[0]
cell usage in the layout, fill, tap and decap left out, types with 2 or more instances in the layout:
master | Yosys | final
sky130_fd_sc_hd__a21oi_2 | 0 | 2
sky130_fd_sc_hd__inv_1 | 3 | 3
sky130_fd_sc_hd__nand3_1 | 4 | 3
sky130_fd_sc_hd__buf_6 | 5 | 2
sky130_fd_sc_hd__nor4_4 | 1 | 2
sky130_fd_sc_hd__dlygate4sd2_1 | 0 | 45
sky130_fd_sc_hd__nor4b_1 | 2 | 2
sky130_fd_sc_hd__buf_12 | 0 | 2
sky130_fd_sc_hd__xnor2_1 | 2 | 2
sky130_fd_sc_hd__dlymetal6s2s_1 | 0 | 14
sky130_fd_sc_hd__a211oi_1 | 2 | 2
sky130_fd_sc_hd__clkdlybuf4s50_1 | 0 | 18
sky130_fd_sc_hd__nand2_1 | 9 | 9
sky130_fd_sc_hd__nor3_1 | 6 | 6
sky130_fd_sc_hd__o21ai_1 | 2 | 6
sky130_fd_sc_hd__a31oi_1 | 3 | 2
sky130_fd_sc_hd__nor2_1 | 9 | 9
sky130_fd_sc_hd__a21oi_1 | 6 | 4
sky130_fd_sc_hd__buf_4 | 45 | 21
sky130_fd_sc_hd__mux2i_1 | 5 | 5
sky130_fd_sc_hd__xor2_1 | 6 | 6
power breakdown:
part | leakage [uW] | internal (uW) | switching, uW
logic | 0.00106 | 35.3 | 33.4
registers | 0 | 0 | 0
clock network | 0 | 0 | 0
total | 0.00106 | 35.3 | 33.4
repair_timing:
action / 4_1_cts / 5_1_grt
gates resized: 54 / 23
setup buffers: 2 / 4
pin swaps: 1 / 7
setup endpoints to repair: 54 / 17
hold buffers: 0 / 0
Power and IR drop assume default switching activity.
